### flow/design.v
module register_file (
	input [0:1] 	read_adr_a,
	input [0:1] 	read_adr_b,
	input [0:1] 	write_adr,
	input [0:47]	write_data,
	input 			write_en,
	input			clk,
	output wire [0:47] 	reg_a,
	output wire [0:47] 	reg_b
);
	reg [0:47] reg_file [0:3];	 
	assign reg_a = reg_file[read_adr_a];
	assign reg_b = reg_file[read_adr_b];
	always @(posedge clk) begin
		if (write_en)
			reg_file[write_adr] <= write_data;
	end
endmodule
### flow/config.mk
export PLATFORM = sky130hd
export DESIGN_NAME = register_file
export DESIGN_NICKNAME = register_file
export VERILOG_FILES = /design/flow/design.v
export SDC_FILE = /design/flow/constraint.sdc
export NUM_CORES = 4
export LEC_CHECK = 1
export CORE_UTILIZATION = 40
### flow/run.sh
#!/bin/bash
# OpenROAD 26Q1-2900-gdf79404cd8, Yosys 0.63+post, stock flow scripts
make -C /OpenROAD-flow-scripts/flow DESIGN_CONFIG=/design/flow/config.mk WORK_HOME=/design/flow/orfs finish
### flow/constraint.sdc
current_design register_file

set clk_period 6.2
set clk_io_pct 0.2

create_clock -name clk0 -period $clk_period [get_ports {clk}]

set non_clock_inputs [all_inputs -no_clocks]
set_input_delay [expr $clk_period * $clk_io_pct] -clock clk0 $non_clock_inputs
set_output_delay [expr $clk_period * $clk_io_pct] -clock clk0 [all_outputs]
==> impl_metrics.py <==
# Auto-generated metrics
metrics = {
    "sta": {
        "grt_setup_unrepaired": "no",
        "post-route-worst-setup-slack_ps": 1808,
        "slew-limit-headroom": 0.5968,
        "max_freq_mhz": 227.7,
        "worst_pin_slew_ps": 604.7,
        "report.final.slew_viol_count": 0,
        "fin_crit_sh": 0.7084,
        "period_needed_ps": 4392,
        "final_setup_fails": 0,
        "fin_tns_setup_ps": 0,
        "timing.final.hold_violations": 0,
    },
    "clock_network": {
        "cts.repair.resized": 0,
        "cts_root_buf": "sky130_fd_sc_hd__clkbuf_16",
        "cts_setup_buffers": 0,
        "clock_sink_count": 192,
        "clkSlewWorstSetupHoldPaths_ps": 70,
        "clock_tree.buffer_depth": 2,
        "cts.hold.buffers_added": 0,
        "cts-buffers-inserted": 17,
        "cts_tree": "built",
        "htree_levels": 4,
    },
    "synthesis": {
        "synth.distinct_cells": 9,
        "syn-cell-area_um2": 8102,
        "synth_top_cell_by_area": "sky130_fd_sc_hd__edfxtp_1",
        "synth-warning-count": 1,
        "seq_area_frac_synth": 0.7117,
        "postSynthCellCount": 312,
        "synth_flops": 192,
        "synthTopCellsByArea": "sky130_fd_sc_hd__edfxtp_1, sky130_fd_sc_hd__mux4_2, sky130_fd_sc_hd__buf_6",
        "area_leader_share": 0.7117,
        "post_synth.cell_area_avg_um2": 25.97,
        "ys_cells": 312,
        "ys_area_um2": 8102,
    },
    "worst_setup_path": {
        "cp_top_family": "buffers and inverters",
        "worstSetupEndpoint": "reg_a[22]",
        "cp_slowest_cell": "sky130_fd_sc_hd__mux4_2",
        "cp_num_cells": 4,
        "setup.worst_path.start": "read_adr_a[1]",
        "worst-path-buf-inv": 3,
        "critPathCaptureType": "output port",
        "timing.critical_path.mode_cell": "sky130_fd_sc_hd__buf_4",
        "crit_path_start_kind": "primary input",
        "critical_path_class": "primary input to output port",
        "critPathMaxStageDelay_ps": 540,
        "critPathRequiredTime_ps": 4960,
        "path_max_fanout": 26,
        "worstPathArrival_ps": 3150,
        "chain_of_cells_forming_the_critical_path": "buf_4 -> buf_4 -> mux4_2 -> clkdlybuf4s50_1",
    },
    "job": {
        "stage_log_warnings": 25,
        "drv_cap": 0,
    },
    "outcome": {
        "status": "finished clean",
    },
    "final_layout": {
        "largest_regs": "reg_file x192",
        "most-common-layout-cells": "sky130_fd_sc_hd__edfxtp_1, sky130_fd_sc_hd__clkdlybuf4s50_1, sky130_fd_sc_hd__mux4_2",
        "layout.core_utilization": 0.5317,
        "largest_register": "reg_file",
        "fillCellCount": 1561,
        "leading_cell_type_in_the_layout_fill_and_taps_excluded": "sky130_fd_sc_hd__edfxtp_1",
        "share_of_post_route_cells_with_drive_strength_above_1": 0.2984,
        "largest_register_ffs": 192,
        "flop_area_um2": 5766,
        "combGateArea_um2": 2202,
        "area_delta_synth_final_pct": 28.99,
    },
    "routing": {
        "drtPass1Iterations": 4,
        "detail_route.wirelength_mm": 17.04,
        "highest_layer": "met5",
        "antenna_violating_nets_post_route": 0,
        "met2_wirelength_mm": 8.124,
        "detailroute.via_count": 4136,
        "drtIter0Drc": 130,
        "detail_route.wirelength.met1_mm": 6.183,
        "wl_per_instance_um": 22.69,
        "route.detailed.drc": 0,
        "route.antenna.diode_count": 0,
        "dr_wl_met3_mm": 2.638,
        "via_per_inst": 5.507,
    },
    "global_routing": {
        "globalRoute.totalOverflow": 0,
        "globalRouteTotalUtil": 0.1911,
        "wire_length_of_the_first_global_routing_pass_mm": 25.72,
        "first_global_vias": 4742,
        "antenna_found_initial": 1,
        "grt_max_degree": 39,
    },
    "floorplanning": {
        "fp_util": 0.4122,
        "die.size.y_um": 144.3,
        "dieArea_um2": 20830,
        "rows": 51,
        "io_pins": 152,
        "coreArea_um2": 19650,
        "chipWidth_um": 144.3,
    },
    "pwr": {
        "power.density_cell_area_nw_per_um2": 277.1,
        "static-leakage-power_uw": 0.003322,
        "max_vdd_drop_mv": 0.2629,
    },
    "hold_path": {
        "hold_crit_class": "primary input to register",
    },
    "placement": {
        "routabilityCongestion": 0.7757,
        "place_hpwl_mm": 10.58,
        "portBuffers": 151,
        "dp_slack_ps": 1744,
    },
}
## cell usage after synthesis
| cell type | number |
|---|---|
| sky130_fd_sc_hd__and3_1 | 1 |
| sky130_fd_sc_hd__and3b_1 | 2 |
| sky130_fd_sc_hd__buf_2 | 6 |
| sky130_fd_sc_hd__buf_4 | 4 |
| sky130_fd_sc_hd__buf_6 | 6 |
| sky130_fd_sc_hd__clkbuf_1 | 4 |
| sky130_fd_sc_hd__edfxtp_1 | 192 |
| sky130_fd_sc_hd__mux4_2 | 96 |
| sky130_fd_sc_hd__nor3b_1 | 1 |
## layout make-up
cell class | instances | area share
clock buffers | 18 | 0.04107
clock inverters | 14 | 0.01365
multi-input cells | 100 | 0.2107
flip-flops and latches | 192 | 0.5517
repair buffers | 162 | 0.1511
well taps | 265 | 0.03173
## layer usage
layer	track usage	up-vias
met2	0.2743	274
met4	0.01551	2
met3	0.1372	7
met1	0.2669	2104
met5	0.01253	-
li1	-	1749
## power breakdown
group	switching [uW]	internal [uW]
Clock	448	593
Sequential	24.3	1500
Combinational	111	221
Total	583	2310
## kinds of logic after synthesis
family | after synthesis | share of synthesized area
buf+inv | 20 | 0.01761
flops | 192 | 0.7117
mux | 96 | 0.2669
simple gates | 4 | 0.003862
## metrics by stage
step           power [uW]  cells  area (um^2)  hold slack [ps]
2_1_floorplan        1680    312         8102             1339
6_report             2895    751        10450             1452
5_1_grt              3007    751        10450             1439
4_1_cts              2929    751        10450             1435
3_5_place_dp         1888    719         9878             1875
3_3_place_gp         1883    719         9878             1863
## how the worst min path moves through the flow
stage | start | depth (start not counted) | end | slack, ps
after CTS | write_data[35] | 1 | reg_file[2][12] | 1430
after global routing | write_data[33] | 1 | reg_file[2][14] | 1440
final | write_data[35] | 1 | reg_file[2][12] | 1450
Power is estimated from default activity; no workload was simulated.
